$ cat flow/config.mk
export PLATFORM = sky130hd
export DESIGN_NAME = Baud_gen
export DESIGN_NICKNAME = Baud_gen
export VERILOG_FILES = /design/flow/design.v
export SDC_FILE = /design/flow/constraint.sdc
export NUM_CORES = 4
export LEC_CHECK = 1
export CORE_AREA = 10 10 84 84
export DIE_AREA = 0 0 94 94
$ cat flow/run.sh
#!/bin/bash
# OpenROAD 26Q1-2900-gdf79404cd8, Yosys 0.63+post, stock flow scripts
make -C /OpenROAD-flow-scripts/flow DESIGN_CONFIG=/design/flow/config.mk WORK_HOME=/design/flow/orfs finish
$ cat flow/design.v
`timescale 1ns / 1ps
module Baud_gen(
       input CLK,
       input [2:0] sel,
       input reset_external,
       output baud_clk
    );
    reg [10:0] baud_cnt;
    reg [10:0] count = 10'd0;
    wire reset_baudf;
    always @(*) begin
        case(sel)
            3'd0: baud_cnt= 10'd1920;   
            3'd1: baud_cnt= 10'd960;   
            3'd2: baud_cnt= 10'd480;   
            3'd3: baud_cnt= 10'd320;   
            3'd4: baud_cnt= 10'd160;   
            3'd5: baud_cnt= 10'd80;   
            3'd6: baud_cnt= 10'd40;  
            3'd7: baud_cnt= 10'd20;  
    endcase
end
assign reset_baudf = (count >= (baud_cnt-1)) ? 1:0;
assign baud_clk = (count < (baud_cnt/2)) ? 1:0;
always @(posedge CLK,posedge reset_external) begin
    if(reset_external) begin
        count<=0;
    end
    else if(reset_baudf == 1'b1) begin
        count<=0;
    end
    else begin
        count = count + 'd1;
    end
end
endmodule
$ cat flow/constraint.sdc
current_design Baud_gen

set clk_period 2.0
set clk_io_pct 0.2

create_clock -name clk0 -period $clk_period [get_ports {CLK}]

set non_clock_inputs [all_inputs -no_clocks]
set_input_delay [expr $clk_period * $clk_io_pct] -clock clk0 $non_clock_inputs
set_output_delay [expr $clk_period * $clk_io_pct] -clock clk0 [all_outputs]
==> Changelog: implementation <==
## Flow update

* Bufs on Longest Clock Path at 2
* Min Tclk post-route at 2.34 ns
* Fp util at between 20% and 30%
* Top flop regs: count: 11 flops
* Max Cap Viol at 0
* Most frequent cell after synthesis: ha_1
* Port-buffer cells at 5
* DRC at 0
* Worst hold path type: in2async
* Period Utilization, post-route at 117%
* CP startpoint kind: primary input
* Synth area leader: dfrtp_1
* Final slew viol count at 0
* YS chip area at 0.00105 mm^2
* Worst hold slack at 0.463 ns
* Diodes inserted at 0
* Final WL at around 2.5 mm
* Unique cell types at 31
* Yosys Instances at between 100 and 150
* Final Hold Violating Endpoints at 0
* XOR/XNOR Fraction of Synth Area at about 10%
* Post-route cell area at about 0.0016 mm^2
* Area contributors post-synth: dfrtp_1, ha_1, nor3b_2, xnor2_1, nor2_1
* Maximum fanout along the worst path at 5
* Placer congestion estimate at approximately 0.86
* Initial antenna violation count at 0
* Area Overhead vs Synth at 53.7%
* Fraction of layout instances using a drive strength above 1 at between 40% and 50%
* Net Sw Frac at 37.7%
* Complex Gates by Area at 10.7%
* Largest net degree at the start of global routing at 12
* Avg Inst Size Synth at 9.25 um^2
* Post-synthesis register bit count at 11
* Dpl hpwl at roughly 1.8 mm
* Biggest register: count
* PwrDens at about 830 mW/mm^2
* Filler cell count in the final layout at about 530
* Critical Path AT at about 2.5 ns
* Synth logic family: simple AND/OR/NAND/NOR gates
* Total CTS buffers at 3
* # clock sinks at 11
* Post-synth top cells: ha_1, dfrtp_1, nor2_1
* Max reg flops at 11
* Iter 0 DRT Violations at 32
* Outcome: finished, violations left
* Die Size at 0.00884 mm^2
* Sequential share of power at between 20 and 30%
* Die Wd at around 94 um
* Core area at between 0.005 and 0.006 mm^2
* Leakage at ~0.7 nW
* Clock skew at roughly 0.00096 ns
* Placed Instance Area at 0.00138 mm^2
* Setup ws final at -0.345 ns
* Global-route wire length before repair at just over 4 mm
* RSZ-0062 raised after global routing: yes
* Clock latency on the worst-skew pair at 0.23 ns
* Combinational power share at 56.3%
* Area leader share at between 20% and 30%
* Main flop type: dfrtp_1
* Internal power at 0.835 mW
* Chip height at between 90 and 100 um
* CTS tree: yes
* Tool Warnings at 28
* MUX area fraction at 0%
* Worst vdd ir at 0.000605 V
* GRT overflow at 0
* Seq/Total Area, Yosys at 26.1%
* # rows at 26
* Root Driver: clkbuf_8
* Vias in the first global route at slightly below 900
* Synth Warn # at 2
* Final Core Density at a little under a third
* Total power at approximately 1.3 mW
* Syn Inst Count at approximately 110
* Cell area after synthesis at around 0.0011 mm^2
* Pre-Repair DR Iteration Count at 4
* Simple share at a little over a quarter
* CTS clk-pin slew, worst paths at approximately 0.050 ns
* Fmax at roughly 0.43 GHz
* Total number of vias at around 900
* I/O pin count at 6
* Via density at 4.12
* Post-synth EDFFs at 0
* CP endpoint kind: register
* Critical path required time at 2.16 ns
* Final setup fails at 12
* H-tree depth at 1
* NetSw at 0.505 mW
* Post-synth ARST share at about 100%
* FA/HA/MAJ Cells, Area Fraction at 21.4%
* Wire per inst at 11.3 um
* ANT nets after route at 0
* Power share of the clock group at between 10% and 20%
* Failing checks: negative setup slack
* Gr usage total at under 10%
* Worst setup path class: in2reg
-- layout by cell type, fill, tap and decap left out, drive strengths merged --
master	Yosys	final
a21oi	5	5
nand2	9	9
nand3b	1	1
clkdlybuf4s50	0	1
and3	1	1
nor2	11	11
buf	3	33
or2	3	3
ha	18	18
nand3	5	5
and4	1	1
o31a	1	1
o221ai	1	1
nand2b	2	2
nand4	3	3
a211oi	1	1
xnor2	9	9
inv	5	5
nor3b	7	7
dfrtp	11	11
a21o	1	1
xor2	3	3
a31oi	1	1
o211ai	1	1
clkbuf	1	5
o21ai	5	5
a2111o	1	1
nor3	2	2
nor4	1	1
conb	1	1
-- power by group through the flow --
stage	logic (mW)	registers, mW	clock network, mW
5_1_grt	0.845	0.381	0.240
4_1_cts	0.698	0.363	0.227
6_report	0.754	0.368	0.218
-- critical path, cell delays in order --
cell,delay (ns)
buf_8,0.08
buf_6,0.10
nand2_4,0.04
or2_4,0.24
ha_4,0.17
nor2_2,0.07
nor2_1,0.05
o211ai_1,0.23
ha_1,0.29
nand4_1,0.10
a21oi_2,0.04
o31a_1,0.35
clkbuf_16,0.19
nor3b_2,0.14
-- worst paths after layout --
kind                            depth (start not counted)  slack (ns)         to      startpoint
worst min register to register                          1        0.50   count[0]        count[0]
max in group asynchronous                               2        1.24   count[3]  reset_external
worst max-delay path                                   14       -0.34  count[10]          sel[2]
worst min-delay path                                    2        0.46   count[4]  reset_external
worst max register to register                          7        0.12  count[10]        count[3]
min in group clk0                                       1        0.50   count[0]        count[0]
-- layer usage --
metal  part of all wire (%)  vias up  GRT usage (%)  routed length, um
li1                       -      475              -                  -
met1                     54      417           8.78               1330
met2                     43        8           7.83               1080
met3                    1.9        2          0.727                 46
met4                    1.2        0           1.14                 29
met5                      0        -              0                  0
-- per-stage QoR --
stage          setup WS (ns)  cells  TNS, ns
2_1_floorplan         -0.270    114    -2.43
3_3_place_gp           -1.08    208   -12.43
3_5_place_dp           -1.09    208   -12.60
4_1_cts               -0.388    218    -4.14
5_1_grt               -0.429    219    -4.49
6_report              -0.345    219    -3.55
-- final cells by class --
cell class	instances	area [um^2]	area share (%)
repair buffers	35	335	20.7
multi-input cells	94	860	53.0
clock buffers	4	45.0	2.78
well taps	70	87.6	5.40
inverters	5	18.8	1.16
flip-flops and latches	11	275	17.0
-- cells by family (layout without fill, tap and decap cells) --
family	Yosys count	after routing
simple gates	46	46
fa+ha+maj	18	18
compound gates	17	17
xor+xnor	12	12
flops	11	11
buf+inv	9	44
other cells	1	1
-- timing repair --
action / in CTS / in global routing
buffers inserted: 5 / 1
resized: 36 / 17
hold buffers: 0 / 0
cloned: 1 / 0
pin swaps: 5 / 16
setup endpoints to repair: 12 / 12
Power and IR drop assume default switching activity.
